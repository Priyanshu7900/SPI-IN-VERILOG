File: flow/constraint.sdc
current_design daisy_chain_master

set clk_period 4.7
set clk_io_pct 0.2

create_clock -name clk0 -period $clk_period [get_ports {clk}]

set non_clock_inputs [all_inputs -no_clocks]
set_input_delay [expr $clk_period * $clk_io_pct] -clock clk0 $non_clock_inputs
set_output_delay [expr $clk_period * $clk_io_pct] -clock clk0 [all_outputs]
File: flow/run.sh
#!/bin/bash
# OpenROAD 26Q1-2900-gdf79404cd8, Yosys 0.63+post, stock flow scripts
make -C /OpenROAD-flow-scripts/flow DESIGN_CONFIG=/design/flow/config.mk WORK_HOME=/design/flow/orfs finish
File: flow/design.v
`timescale 1ns / 1ps
module daisy_chain_master(
input clk,newd,
  input[7:0]din,
input sdi,
output reg cs,
output reg sclk,
  output reg [7:0]dout,
output reg sdo);
  reg spi_sclk=0;
  integer clk_count=0;
  typedef enum logic[1:0]{sample=0,send=1,waitt=2,collect=3}state_type;
  state_type state=sample;
  always@(posedge clk)
    begin
      if(clk_count<3)
        clk_count<=clk_count+1;
      else
        begin
          spi_sclk<=~spi_sclk;
          clk_count<=0;
        end
    end
  reg[7:0]din_t=0;
  reg[3:0]count=0;
  reg[7:0]data;
  always@(posedge sclk)
    begin
      case(state)
        sample:begin
          if(newd==1)
          begin
           cs<=0;
            din_t<=din;
            sdo<=din[0];
            state<=send;
            count<=count+1;
          end
        else
          begin
            state<=sample;
            cs<=1;
            sdo<=0;
            dout<=0;
          end
        end
        send:begin
          if(count==8)
            begin
              sdo<=0;
              state<=waitt;
              count<=0;
            end
          else
            begin
              state<=send;
              sdo<=din_t[count];
              count<=count+1;
            end
        end
        waitt:begin
          if(count<7)
            begin
              count<=count+1;
              state<=waitt;
            end
          else if(count==7) begin
            state<=waitt;
            count<=count+1;
          end
          else begin
            state<=collect;
            count<=0;
          end
        end
        collect:begin
          if(count==3'b111)
            begin
              count<=0;
              state<=sample;
              cs<=1;
              dout<={sdi,data[6:0]};
            end
          else
            begin
              count<=count+1;
              state<=collect;
              data[count]<=sdi;
            end
        end
      endcase
    end
   assign sclk=spi_sclk;
endmodule
File: flow/config.mk
export PLATFORM = sky130hd
export DESIGN_NAME = daisy_chain_master
export DESIGN_NICKNAME = daisy_chain_master
export VERILOG_FILES = /design/flow/design.v
export SDC_FILE = /design/flow/constraint.sdc
export NUM_CORES = 4
export LEC_CHECK = 1
export CORE_UTILIZATION = 40
==> metrics.log <==
[metrics] run summary
[metrics] result of the run: complete, no violations
[metrics] global-route wire length before repair: 8.88 mm
[metrics] r2r setup slk: 2690 ps
[metrics] htree depth: 2
[metrics] Critical Path Source Type: flip-flop
[metrics] cell at the root of the clock tree: clkbuf_8
[metrics] sequential fraction of design power: 0.517
[metrics] RR Startpoint: clk_count[0]
[metrics] Worst Path Buf+Inv: 1
[metrics] average detailed-routed wire length per instance: 12.4 µm
[metrics] placeable core region: 0.00729 mm²
[metrics] Pwr Density: 158 mW/mm²
[metrics] horizontal extent of the die: 88.9 µm
[metrics] kind of path behind the tightest hold check: flip-flop to flip-flop
[metrics] routed wire length: 5.13 mm
[metrics] placed wire-length estimate: 3.77 mm
[metrics] post-cts hold buffer count: 0
[metrics] share of flip-flops with an asynchronous set or reset: 0
[metrics] kind of cell adding the most delay to the critical path: buffers and inverters
[metrics] Max Root-Sink Buffers: 2
[metrics] Std-Cell Rows: 31
[metrics] number of cells on the worst reg-to-reg path: 6
[metrics] most frequent logic cell in the layout: nor2_1
[metrics] residual DRC count: 0
[metrics] global-route usage over all layers: 0.147
[metrics] post-CTS sizing: 0
[metrics] Tightest Pin Transition: 707 ps
[metrics] total grt overflow: 0
[metrics] relative contribution of the clock network to total power: 0.463
[metrics] Area Growth Syn to Fin: 14.3%
[metrics] Power Internal: 0.000442 W
[metrics] reported net switching power: 0.000104 W
[metrics] initial antenna violation count: 0
[metrics] clock tree from TritonCTS: yes
[metrics] final instance count without filler cells: 412
[metrics] register pins left without a clock: 31
[metrics] antenna-violating nets left: 0
[metrics] critical path's slowest cell: clkdlybuf4s50_1
[metrics] leakage power total: 1.35 nW
[metrics] path type of the worst setup path: flip-flop to output pin
[metrics] highest ir drop seen on vdd: 0.000164 V
[metrics] number of gates on the worst path with buffers counted: 1
[metrics] CTS clock-pin slew for the worst setup and hold paths: 60 ps
[metrics] Top Ports: 22
[metrics] Worst Path Required: 3760 ps
[metrics] part of the total power dissipated in combinational logic: 0.020
[metrics] Vias per Instance: 5.03
[metrics] fraction of layout cells with a size suffix above 1: 0.0990
[metrics] flip-flops with a built-in enable: 30
[metrics] Setup Total Neg Slack: 0 ps
[metrics] Fin. Hold Viols: 0
[metrics] endpoint type of the worst setup path: output pin
[metrics] overall die height: 88.9 µm
[metrics] total vias in the final route: 2073
[metrics] Initial DRT Pass Iterations: 5
[metrics] count of buffers from port buffering: 21
[metrics] Worst Hold Launch: clk_count[0]
[metrics] insertion delay of the later-clocked pin in the worst-skew pair: 280 ps
[metrics] total tool warning count: 29
[metrics] worst-case hold slack: 458 ps
[metrics] number of warnings printed during yosys synthesis: 2
[metrics] area of the mapped netlist: 0.00302 mm²
[metrics] gate count after technology mapping: 290
[metrics] top logic cells by instance count in the layout: 50 x nor2_1, 34 x dfxtp_1, 30 x edfxtp_1
[metrics] Synth cell types: 44
[metrics] min Tclk post-route: 2110 ps
[metrics] cell-by-cell listing of the critical path: clkdlybuf4s50_1
[metrics] Switching Fraction: 0.191
[metrics] delay of the slowest cell on the worst path: 490 ps
[metrics] effective utilization at floorplan: 0.414
[metrics] cell count after placement: 404
[metrics] count of filler cells inserted in the layout: 720
[metrics] Min-Delay Endpoint: clk_count[0]
[metrics] Max-cap violations: 0
[metrics] Worst R2R End: spi_sclk
[metrics] mean area per synthesized cell: 10.4 µm²
[metrics] area of the synthesized netlist per yosys stat: 0.00302 mm²
[metrics] RD Place Congestion: 0.797
[metrics] Synth Register Bits: 64
[metrics] unrepaired setup endpoints after global routing: no
[metrics] Post-CTS Repair Setup Buffers: 0
[metrics] number of unconstrained endpoints: 70
[metrics] diodes inserted: 0
[metrics] first-iteration detailed-routing DRC count: 40
[metrics] Synth Flop Type: dfxtp_1
[metrics] post-layout period usage: 0.450
[metrics] die area: 0.00790 mm²
[metrics] final setup skew: 6.97 ps
[metrics] TritonCTS Buffers: 5
[metrics] largest fanout on the critical path: 4
[metrics] part of the Yosys area used for sequential elements: 0.524
[metrics] number of cells in Yosys stat: 290
[metrics] Max-Slew Margin vs Limit: 0.528
[metrics] max-slew violation count: 0
[metrics] largest net degree at the start of global routing: 31
[metrics] Peak Freq: 0.473 GHz
[metrics] final-report setup violation count: 0
[metrics] number of cells on the worst hold path: 1
[metrics] number of global-route vias before repair: 1840
[metrics] data arrival time of the worst path: 1170 ps
[per-stage QoR]
stage	area, µm²	total power (W)	setup WS, ps	utilization
after CTS	3450	0.000554	2570	0.473
after detailed placement	3340	0.000300	2680	0.458
after floorplan	3020	0.000290	3100	-
final	3450	0.000546	2590	0.473
after global placement	3340	0.000300	2750	0.458
after global routing	3450	0.000568	2490	0.473
[cells in the mapped netlist (all sizes together), types with 2 or more instances]
cell    number  area share
xnor2        9       0.026
mux2         2      0.0075
edfxtp      30        0.30
nand2       21       0.026
dfxtp       34        0.23
o21ai        5      0.0095
a21oi        7       0.012
o21a         2      0.0050
nand4       14       0.048
nand2b       4      0.0083
nor3         6       0.019
mux4         2       0.015
clkbuf       4      0.0050
buf          5      0.0083
nand3       16       0.027
ha           6       0.025
nor4         9       0.024
nor2        56       0.075
xor2        21       0.061
o31ai        2      0.0050
inv         11       0.014
and3        11       0.023
[kinds of logic after synthesis]
group	count (synthesis)	share of synthesized area
buf+inv	20	0.0269
mux	5	0.0257
fa+ha+maj	6	0.0249
simple gates	142	0.260
compound gates	23	0.0510
flops	64	0.524
xor+xnor	30	0.0871
[power groups by stage]
stage	Combinational (W)	Sequential, W	Clock (W)
finish	0.0000110	0.000282	0.000253
CTS	0.0000112	0.000282	0.000261
global route	0.0000119	0.000282	0.000274
[worst reg2reg max path, cell delays in order, from the launching register on]
cell     delay (ps)
dfxtp_1         350
ha_1            250
nor4_1           70
nand4_1          90
nor2_1           60
nor2_2          540
buf_4           350
[routing by layer]
| metal | global-route usage | vias up | share of wire |
|---|---|---|---|
| met3 | 0.0170 | 4 | 0.022 |
| met2 | 0.228 | 26 | 0.47 |
| met1 | 0.242 | 982 | 0.50 |
| li1 | - | 1061 | - |
| met4 | 0.00880 | 0 | 0.0043 |
| met5 | 0 | - | 0 |
[registers in the layout (all words and copies together) (netlist names), 2 cells and up]
register / count
clk_count: 32
din_t: 8
dout: 8
data: 7
count: 4
state: 2
[final cells by class]
| cell class | instances | area, µm² | area share |
|---|---|---|---|
| Sequential cell | 64 | 1580 | 0.459 |
| Multi-Input combinational cell | 206 | 1360 | 0.394 |
| Timing Repair Buffer | 24 | 233 | 0.0675 |
| Tap cell | 99 | 124 | 0.0359 |
| Clock buffer | 8 | 111 | 0.0323 |
| Inverter | 11 | 41.3 | 0.0120 |
[worst max path at each step]
stage / slack, ps / to / from
finish: 2590 / sclk / spi_sclk
global route: 2490 / spi_sclk / clk_count[0]
CTS: 2570 / sclk / spi_sclk
Power is estimated from default activity; no workload was simulated.
