[flow/design.v]
module spi_master_with_crc(
input clk,newd,rst,
  input[7:0]din,
  output wire sclk,
output reg cs,
output reg mosi,
  output reg done_sending);
  reg[2:0]clk_count=0;
  reg spi_sclk=0;
  always@(posedge clk)
    begin
      if(clk_count<3)
        begin
          clk_count<=clk_count+1;
        end
      else
        begin
          clk_count<=0;
          spi_sclk<=~spi_sclk;
        end
    end
  reg[7:0]din_t=0;
  reg[3:0]count=0;
  reg[11:0]data_frame=0;
  reg[4:0]generator_polynomial=5'b10011;
  reg[11:0]t_frame=0;
  reg[3:0]remainder=0;
  integer i;
  typedef enum logic [1:0]{idle=0,add_crc=1,send=2}state_type;
  state_type state=idle;
  always@(posedge sclk)
    begin
      if(rst)
      begin
      state<=idle;
              count<=0;
              done_sending<=0;
              cs<=1;
              mosi<=0;
      end
      else
      begin
      case(state)
        idle:begin
          if(newd)
            begin
              cs<=1;
              state<=add_crc;
              t_frame<={din,4'b0000};
            end
          else
            begin
              state<=idle;
              count<=0;
              done_sending<=0;
              cs<=1;
              mosi<=0;
            end
        end
        add_crc:begin
          for(i=11;
             i>=4;i--)
            begin
              if(t_frame[i]==1)
                t_frame[i-:5]=t_frame[i-:5]^generator_polynomial;
            end
          remainder=t_frame[3:0];
          data_frame<={din,remainder}; 
          state<=send; 
          cs<=0;        
        end
        send:begin
          if(count<12)
            begin
              count<=count+1;
              mosi<=data_frame[count];
              state<=send;
            end
          else
            begin
              count<=0;
              state<=idle;
              cs<=1;
              mosi<=0;
              done_sending<=1;
            end
        end
        default:begin
          state<=idle;
          done_sending<=0;
          cs<=1;
          mosi<=0;
        end
      endcase
      end
    end  
 assign sclk=spi_sclk; 
endmodule
[flow/run.sh]
#!/bin/bash
# OpenROAD 26Q1-2900-gdf79404cd8, Yosys 0.63+post, stock flow scripts
make -C /OpenROAD-flow-scripts/flow DESIGN_CONFIG=/design/flow/config.mk WORK_HOME=/design/flow/orfs finish
[flow/config.mk]
export PLATFORM = sky130hd
export DESIGN_NAME = spi_master_with_crc
export DESIGN_NICKNAME = spi_master_with_crc
export VERILOG_FILES = /design/flow/design.v
export SDC_FILE = /design/flow/constraint.sdc
export NUM_CORES = 4
export LEC_CHECK = 1
export CORE_UTILIZATION = 40
[flow/constraint.sdc]
current_design spi_master_with_crc

set clk_period 1.7
set clk_io_pct 0.2

create_clock -name clk0 -period $clk_period [get_ports {clk}]

set non_clock_inputs [all_inputs -no_clocks]
set_input_delay [expr $clk_period * $clk_io_pct] -clock clk0 $non_clock_inputs
set_output_delay [expr $clk_period * $clk_io_pct] -clock clk0 [all_outputs]
==> results.py <==
# Auto-generated metrics
metrics = {
    "place": {
        "globalplace.congestion": 0.798,
        "io_buffer_count": 14,
        "post-place-cells": 176,
        "place_hpwl_um": 1730,
        "dp_slack_ps": 570,
    },
    "floorplan": {
        "rows": 22,
        "initial_utilization_pct": 42.1,
        "io-pin-count": 15,
        "dieWidth_um": 64.6,
        "die_y_um": 64.6,
        "die-area_um2": 4170,
        "core_um2": 3720,
    },
    "yosys": {
        "topCellsByArea": "edfxtp_1 48%, dfxtp_1 15%, xnor2_1 7.8%",
        "cell_count_after_synthesis": 115,
        "synthesis.area_per_instance_um2": 13.6,
        "post-synth-top-count-cell": "edfxtp_1",
        "warnings_from_yosys": 1,
        "yosys.area.top_type_share_pct": 48.0,
        "synth.lib_cells_used.distinct": 28,
        "yosys_register_bits": 37,
        "synth.largest_area_cell": "edfxtp_1",
        "synth-area-yosys_um2": 1570,
        "synth.cell_area_um2": 1570,
        "ys_seq_share_pct": 63.3,
        "synthTopCellsByCount": "25 x edfxtp_1, 14 x xnor2_1, 12 x dfxtp_1",
        "yosys_stat_cell_total": 115,
        "synth-main-ff-cell": "edfxtp_1",
        "asyncSetResetFlopFracSynth_pct": 0,
        "enable_flop_cells": 25,
    },
    "pwr": {
        "total_leakage_power_nw": 0.621,
        "power.density_nw_per_um2": 201,
        "vdd_ir_drop_max_mv": 0.487,
    },
    "sta": {
        "slew-limit-headroom_pct": 75.4,
        "final.setup_skew_ps": 3.87,
        "postLayoutSetupSlackWorst_ps": 327,
        "final.period_utilization_pct": 80.7,
        "period_needed_ps": 1370,
        "unclocked_pins": 33,
        "final.setup.tns_ps": 0,
        "slew_violations": 0,
        "holdWs_ps": 403,
        "untimed_endpoints": 60,
        "final-hold-violation-count": 0,
        "setup_viol_count_final": 0,
        "max_freq_mhz": 729,
        "grt_setup_unrepaired": "no",
        "tightest_slew_ps": 367,
    },
    "clock_network": {
        "clock_latency_ps": 220,
        "cts-buffers-inserted": 3,
        "clkSlewWorstSetupHoldPaths_ps": 30,
        "post_cts_buffers": 0,
        "cts-resized-gates": 0,
        "cts_tree": "done",
        "clock_tree.root_cell": "clkbuf_8",
        "cts_buffer_depth": 2,
        "htreeDepth": 1,
        "cts_hold_buf": 0,
    },
    "layout": {
        "finish.cell_count_without_fillers": 180,
        "utilization_pct": 48.9,
        "flow.area_growth_from_synthesis_pct": 16.1,
        "drive_above_1_share_pct": 6.82,
    },
    "route": {
        "first_iter_violations": 33,
        "insertedDiodeCount": 0,
        "drt_pre_antenna_iters": 4,
        "num_vias": 881,
        "antenna_left": 0,
        "drc": 0,
        "total_routed_length_um": 2400,
        "post_drt_via_cell_ratio": 4.89,
        "detail_route.wl_per_cell_um": 13.3,
    },
    "worst_setup_path": {
        "setup.worst_path.class": "flip-flop to primary output",
        "worstRegToRegCells": 2,
        "cp.required_ps": 1360,
        "standard_cell_with_the_maximum_stage_delay_on_the_critical_path": "clkdlybuf4s50_1",
        "critPathBufInv": 1,
        "setup.worst_path.end_class": "primary output",
        "cp_cell_sequence": "clkdlybuf4s50_1",
        "critical_path.startpoint_type": "flip-flop",
        "critical_path_cell_count": 1,
        "critical_path_fanout_max": 2,
        "cp_data_arrival_time_ps": 1030,
        "crit_path_max_incr_delay_ps": 470,
        "cpLargestDelayFamily": "buffers and inverters",
    },
    "hold_path": {
        "hold_path.class": "flip-flop to flip-flop",
        "hold-path-cell-count": 1,
    },
    "global_route": {
        "grt_max_degree": 35,
        "antenna_found_initial": 0,
        "grt_busiest_layer": "met1",
        "vias_in_the_first_global_route": 893,
        "global_route.usage.met3_pct": 1.79,
        "global_route.overflow_total": 0,
        "grt_pass1_wl_um": 4260,
        "grt_util_met2_pct": 19.7,
        "grt_use_met1_pct": 26.3,
        "grt_usage_pct": 14.0,
    },
    "run": {
        "number_of_maximum_capacitance_constraint_violations": 0,
        "openroad.warnings": 25,
    },
    "run_status": {
        "outcome": "completed",
    },
}
## cell usage in the layout (no fill, tap or decap), types with 5 or more instances in the layout
cell,count
and2_1,10
a21oi_1,5
dfxtp_1,12
edfxtp_1,25
nor2_1,8
xnor2_1,14
clkdlybuf4s50_1,14
## state kept, by name, summed over array words and instances (netlist names)
signal,flops
spi_sclk,1
done_sending,1
count,4
state,2
data_frame,12
clk_count,3
cs,1
mosi,1
t_frame,12
## where the power goes
part / switching, W / internal [W]
clock network: 0.0000495 / 0.000160
logic: 0.0000198 / 0.0000283
registers: 0 / 0.000108
total: 0.0000694 / 0.000296
## metal layers
layer	vias to the layer above	routed length, µm
met5	-	0
met4	0	9
met3	2	81
met2	20	1050
met1	414	1260
li1	445	-
## path summary, 6_finish.rpt
| kind | slack, ps | to | start |
|---|---|---|---|
| worst max-delay path | 330 | sclk | spi_sclk |
| worst min-delay path | 400 | clk_count[0] | clk_count[2] |
| worst max register to register | 730 | spi_sclk | spi_sclk |
| worst min register to register | 400 | clk_count[0] | clk_count[2] |
## per-stage QoR
| step | total power (W) | cell area (µm²) |
|---|---|---|
| final | 0.000366 | 1820 |
| after global routing | 0.000386 | 1820 |
| after CTS | 0.000372 | 1820 |
| after detailed placement | 0.000158 | 1770 |
| after global placement | 0.000157 | 1770 |
| after floorplan | 0.000126 | 1570 |
## layout make-up
class | count | area [µm²]
multi-input combinational | 71 | 547
sequential | 37 | 991
clock buffer | 4 | 45.0
inverter | 3 | 11.3
timing repair buffer | 17 | 163
tap | 48 | 60.1
fill | 330 | 1900
## logic make-up (layout without fill, tap and decap cells)
kind of cell	Yosys count	after routing	synth area share, %
compound gates	14	14	5.36
simple gates	32	32	11.3
xor+xnor	16	16	8.95
fa+ha+maj	2	2	1.60
flops	37	37	63.3
mux	7	7	7.75
buf+inv	7	24	1.76
No activity file was given, so power comes from the tool's default toggle rates.
