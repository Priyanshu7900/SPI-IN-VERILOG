==> design/flow/design.v <==
module spi_slave_with_crc(
input sclk,cs,mosi,
  output reg done_receiving,err,
  output reg[7:0] data);
  typedef enum logic[1:0]{idle=0,receive=1,check_error=2}state_type;
  state_type state =idle;
  reg [3:0]count=0;
  reg[11:0]din_t;
  reg[4:0]generator_polynomial=5'b10011;  
  always@(negedge sclk) 
  begin
  case(state)
  idle:begin
  if(cs==0)
  begin
  state<=receive;
  end
  else
  begin
  state<=idle;
  done_receiving<=0;
  err<=0;
  end
  end
  receive:begin
  if(count<11)
  begin
  din_t[count]<=mosi;
  count<=count+1;
  state<=receive;
  end
  else
  begin
  din_t[count]<=mosi;
  state<=check_error;
  count<=0;
  done_receiving<=1;
  data<={mosi,din_t[10:4]};
  end
  end
  check_error:begin
  for(int i=11;i>=4;i--)
  begin
  if(din_t[i]==1)
  din_t[i-:5]=din_t[i-:5]^generator_polynomial;
  end
  if(din_t[3:0]==4'b0000)
  begin
  err<=0;
  end
  else
  begin
  err<=1;
  end
  end
  endcase
  end 
  endmodule
==> design/flow/run.sh <==
#!/bin/bash
# OpenROAD 26Q1-2900-gdf79404cd8, Yosys 0.63+post, stock flow scripts
make -C /OpenROAD-flow-scripts/flow DESIGN_CONFIG=/design/flow/config.mk WORK_HOME=/design/flow/orfs finish
==> design/flow/config.mk <==
export PLATFORM = sky130hd
export DESIGN_NAME = spi_slave_with_crc
export DESIGN_NICKNAME = spi_slave_with_crc
export VERILOG_FILES = /design/flow/design.v
export SDC_FILE = /design/flow/constraint.sdc
export NUM_CORES = 4
export LEC_CHECK = 1
export CORE_AREA = 10 10 104 104
export DIE_AREA = 0 0 114 114
==> design/flow/constraint.sdc <==
current_design spi_slave_with_crc

set clk_period 3.0
set clk_io_pct 0.2

create_clock -name clk0 -period $clk_period [get_ports {sclk}]

set non_clock_inputs [all_inputs -no_clocks]
set_input_delay [expr $clk_period * $clk_io_pct] -clock clk0 $non_clock_inputs
set_output_delay [expr $clk_period * $clk_io_pct] -clock clk0 [all_outputs]
==> flow_summary.ini <==
; generated from flow reports
[placement]
port_buffers = 12
placed_cells = 240
hpwl_um = 1980
place_congestion = 0.830

[pwr]
power.total_w = 0.00224
p_leak_nw = 0.787
seqPwrFrac = 0.407
internal-power_w = 0.00133
max-vdd-ir-drop_mv = 0.265
p_sw_frac = 0.406
power.density_nw_per_um2 = 1230
power.switching_w = 0.000910
clkPwrFrac = 0.154
pwr-share-comb = 0.439

[logic_synthesis]
area_leaders = edfxtp_1 57%, a22o_1 5.4%, xnor2_1 4.2%
ys_types = 32
netlist_instances = 120
syn_area_um2 = 1470
yosysWarnings = 1
ys_chip_area_um2 = 1470
ys_cells = 120
synth.avg_cell_area_um2 = 12.3
postSynthSeqShare = 0.572
yosys_most_used_dff = edfxtp_1
top_area_frac = 0.572
ys_ff = 28
async_flop_share = 0
common_cells = 28 x edfxtp_1, 15 x nand2_1, 14 x nor2_1
most_common_cell = edfxtp_1
synth.largest_area_cell = edfxtp_1
edf_count = 28

[critical_path]
path_max_fanout = 6
crit_path_top_delay_cell = clkdlybuf4s50_1
crit_path_start_kind = input port
worstSetupPathType = input port to register
crit_chain = clkdlybuf4s50_1, nand2_1, nor2_1, a22o_1
end_kind = register
crit_path_start = mosi
worst_ep_required_time_ps = 1590
cp_data_arrival_time_ps = 1530
crit_buf_inv = 1
slowest_delay_ps = 510
path_delay_family = buffers and inverters
r2r-start = count[0]$_SDFFCE_NN0N_

[finish]
n_fill_cell = 933
drive_gt1_frac = 0.147
layoutNonFillerInstCount = 271
syn_to_final_growth_pct = 23.8

[die]
fp_util = 0.169
fp.dieW_um = 114
num_rows = 34
fp.dieH_um = 114
io_pins = 13
coreArea_um2 = 8680
dieArea_um2 = 13000

[final_timing]
fin_setup_tns_ps = 0
slew_headroom = 0.525
tightest_slew_ps = 709
holdWs_ps = 540
maxSlewViolCount = 0
fin_skew_ps = 9.88
hold_viol = 0
grt_setup_unrepaired = no
setup_viol = 0

[clock_tree]
numCtsBuffers = 3
clockBufferDepth = 2
insertion_delay_ps = 340
path_clk_slew_ps = 40
holdBufCountCts = 0
cts-root-buf = clkbuf_8
cts_tree = yes
clock-sinks = 28
htreeDepth = 1

[detailed_routing]
dr_total_vias = 1004
wirelength_um = 2710
wl_per_cell_um = 10.0
drtAntennaViolNets = 0
routed_via_density = 3.70
top_layer_used = met4
wl_met1_um = 1360
antennaDiodeCount = 0
wl_met2_um = 1140
drc = 0
drt_iter0_markers = 75
dr.pass1.iters = 4
dr_wl_met3_um = 162

[grt]
grt_max_degree = 18
grt_pass1_wl_um = 4510
overflow = 0
track_usage = 0.0412
grt_pass1_vias = 990
antenna_found_initial = 0

[min_path]
hold_class = register to register
min_from = din_t[6]$_DFFE_NN_

[outcome]
status = completed

[job]
drv_cap = 0
warnings = 56
==> state kept, by name (all words and copies together) (netlist names) <==
name / flops
din_t: 12
state: 2
count: 4
err: 1
done_receiving: 1
data: 8
==> layout by cell type (no fill, tap or decap), drive strengths merged <==
| cell | n |
|---|---|
| inv | 36 |
| edfxtp | 28 |
| nand2 | 15 |
| nor2 | 14 |
| a22o | 11 |
| clkbuf | 10 |
| xnor2 | 7 |
| ha | 4 |
| xor2 | 4 |
| buf | 4 |
| o21ai | 4 |
| nor3 | 3 |
| mux2 | 3 |
| and2 | 2 |
| a21oi | 2 |
| nand2b | 2 |
| nand3 | 2 |
| clkdlybuf4s50 | 2 |
| nand4 | 1 |
| o31ai | 1 |
| or2 | 1 |
| and2b | 1 |
| o21a | 1 |
| nand4b | 1 |
| nor2b | 1 |
| xnor3 | 1 |
| and3 | 1 |
| o211a | 1 |
==> power by group through the flow <==
stage	Clock [W]	Combinational (W)	Sequential (W)
after CTS	0.000368	0.00101	0.000918
after global routing	0.000405	0.00110	0.000952
final	0.000345	0.000985	0.000913
==> layer usage <==
metal  vias up  GRT usage
met3         4     0.0170
met4         0     0.0201
met2        26     0.0562
met1       458     0.0556
li1        516          -
met5         -          0
==> logic make-up (layout without fill, tap and decap cells) <==
kind of cell,after synthesis,in the layout,synth area share
DFF,28,28,0.572
muxes,3,3,0.0255
xor gates and xnor gates,12,12,0.0860
buffers and inverters,9,52,0.0281
adders and majority gates,4,4,0.0340
and+or+nand+nor,44,44,0.140
AOI/OAI and AO/OA,20,20,0.115
==> final cells by class <==
type / count / area [um2] / share of cell area
repair buffers: 13 / 77.6 / 0.0426
clock inverters: 29 / 111 / 0.0612
multi-input cells: 83 / 588 / 0.323
clock buffers: 3 / 41.3 / 0.0227
well taps: 108 / 135 / 0.0742
inverters: 7 / 26.3 / 0.0144
flip-flops and latches: 28 / 841 / 0.462
==> per-stage QoR <==
| step | utilization | setup WS, ps | instance area (um2) |
|---|---|---|---|
| detailed placement | 0.198 | -267 | 1720 |
| CTS | 0.214 | 1.23 | 1860 |
| global route | 0.210 | 16.8 | 1820 |
| global placement | 0.198 | -245 | 1720 |
| floorplan | - | 333 | 1470 |
| finish | 0.210 | 63.0 | 1820 |
==> repair_timing <==
action | CTS | global route
buffers inserted | 0 | 0
endpoints found under the setup margin | 10 | 7
resized | 23 | 7
==> final timing paths <==
path                             end  slack (ps)  cells after the start
setup / recovery  din_t[6]$_DFFE_NN_          60                      4
hold reg to reg    data[2]$_DFFE_NP_         540                      0
hold / removal     data[2]$_DFFE_NP_         540                      0
setup reg to reg  din_t[4]$_DFFE_NN_         830                      7
Power is estimated from default activity; no workload was simulated.
